[design/flow/config.mk]
export PLATFORM = sky130hd
export DESIGN_NAME = memory_interface
export DESIGN_NICKNAME = memory_interface
export VERILOG_FILES = /design/flow/design.v
export SDC_FILE = /design/flow/constraint.sdc
export NUM_CORES = 4
export LEC_CHECK = 1
export CORE_UTILIZATION = 40
[design/flow/constraint.sdc]
current_design memory_interface

set clk_period 5.8
set clk_io_pct 0.2

create_clock -name clk0 -period $clk_period [get_ports {clk}]

set non_clock_inputs [all_inputs -no_clocks]
set_input_delay [expr $clk_period * $clk_io_pct] -clock clk0 $non_clock_inputs
set_output_delay [expr $clk_period * $clk_io_pct] -clock clk0 [all_outputs]
[design/flow/design.v]
module memory_interface (input wire clk,input wire reset,input wire [15:0] address,input wire [15:0] data_in,input wire write_enable,output reg [15:0] data_out);
    reg [15:0] memory [0:1023];  
    initial begin
        memory[0] = 16'hA5A5;  
        memory[1] = 16'h3C3C;  
        memory[2] = 16'hF0F0;  
    end
    always @(posedge clk or posedge reset) begin
        if (reset) begin
            data_out <= 16'b0;  
        end else if (write_enable) begin
            memory[address] <= data_in;  
        end else begin
            data_out <= memory[address];  
        end
    end
endmodule
[design/flow/run.sh]
#!/bin/bash
# OpenROAD 26Q1-2900-gdf79404cd8, Yosys 0.63+post, stock flow scripts
make -C /OpenROAD-flow-scripts/flow DESIGN_CONFIG=/design/flow/config.mk WORK_HOME=/design/flow/orfs finish
==> results.txt <==
Notes on the physical design

The first global-routing pass estimated 8100000 um of wire. By area the synthesized netlist is led by sky130_fd_sc_hd__edfxtp_1, sky130_fd_sc_hd__a22oi_1, sky130_fd_sc_hd__nor3_1. The largest net degree at the start of global routing is 131.

The area reported by Yosys stat is 609000 um2. The floorplan report gives the top-level pin count as 51. The instance tally after logic synthesis is 34700. Looking at the clock tree report, the H-tree level count equals 7.

The via count of the first global-routing pass came to about 670k. The clock sink count is 16400. The post-synth tally of flip-flops with integrated enable is between 15000 and 20000. After global routing the overflow that remains totals 6471. The root buffer cell chosen for the clock tree is sky130_fd_sc_hd__clkbuf_16. Note, the detailed placer reported a final HPWL of 4260000 um.

The routability congestion estimate from global placement is 1.44. In the global route stage, overall resource usage came out at about nine tenths. The initial core utilization is 40.1%. The top cell type's share of synthesized area is between 80% and 90%. The dominant cell type by area after synthesis is sky130_fd_sc_hd__edfxtp_1. Yosys reports that the most numerous cell types are sky130_fd_sc_hd__edfxtp_1, sky130_fd_sc_hd__a22oi_1, sky130_fd_sc_hd__nor3_1, sky130_fd_sc_hd__clkbuf_1, sky130_fd_sc_hd__nand2_1.

The count of yosys warnings during synthesis is 2. The post-synthesis instance area is 609000 um2. The number of cell rows is ~450. STA on the placed design reports a worst setup slack of -3580 ps.

The last stage the flow got to is 5_1_grt. The flow did not finish. The cell total in the yosys stat output is 34700. The clock tree buffer depth is 6. The most common cell in the synthesized netlist is sky130_fd_sc_hd__edfxtp_1.

In this run, synthesis produced a sequential element count of 16400. During placement, the flow inserted port buffers numbering 44. The post-place instance area is approximately 760000 um2. In the Yosys report, the sequential cells make up just over 80% of the chip area. The top flip-flop cell by instance count after synthesis is sky130_fd_sc_hd__edfxtp_1.

CTS added clock buffers totalling 1775. For this run, asynchronously set or reset flops after synthesis account for 0.0976%. The height of the die is ~1200 um.

The post-placement cell count is 63700. The first error in the log reads "[ERROR GRT-0116] Global routing finished with congestion. Check the congestion regions in the DRC Viewer". After synthesis, the mean cell area works out to 17.5 um2.

In the Yosys stats the netlist draws on approximately 98 distinct library cells. The horizontal die dimension reported for this design is 1240 um.
metal layers:
metal	GRT overflow	global-route usage [%]
met4	1609	84.0
met2	2355	93.6
met5	161	79.2
met1	1186	86.1
met3	1160	88.0
what timing repair did:
| item | in CTS |
|---|---|
| setup buffers | 91 |
| gates resized | 248 |
| hold buffers | 0 |
| setup endpoints to repair | 14 |
| pin swaps | 50 |
cell families after synthesis:
group	count (synthesis)	synth area share, %
AOI/OAI and AO/OA	9894	12.3
and+or+nand+nor	5998	5.14
xor gates and xnor gates	17	0.0269
buffers and inverters	2379	1.63
muxes	24	0.0401
DFF	16400	80.9

<file path="flow/design.v">
module alu(input wire [7:0] operand1,input wire [7:0] operand2,input wire [2:0] operation_code ,output reg [7:0] result , output reg zero_flag,output reg carry_flag);
  always @(*)begin
	  result = 8'b0;
	  carry_flag = 1'b0;
	  zero_flag = 1'b0;
	  case (operation_code)
		  3'b000: begin
			  {carry_flag,result} = operand1+operand2;
		  end
		  3'b001: begin
			  {carry_flag,result} = operand1-operand2;
		  end
		  3'b010: begin
                          {carry_flag,result} = operand1&operand2;
		  end
		  3'b011: begin
			  {carry_flag,result} = operand1|operand2;
		  end
		  3'b100: begin
			  {carry_flag,result} = operand1^operand2;
		  end
		  3'b101: begin
			  {carry_flag,result} = ~operand1;
		  end
		  3'b110: begin
			  {carry_flag,result} = operand1 << 1;
		  end
		  3'b111: begin
			  {carry_flag,result} = operand1 >> 1;
		  end
	  endcase
	  zero_flag = (result == 8'b0);
    end
endmodule
</file>
<file path="flow/config.mk">
export PLATFORM = sky130hd
export DESIGN_NAME = alu
export DESIGN_NICKNAME = alu
export VERILOG_FILES = /design/flow/design.v
export SDC_FILE = /design/flow/constraint.sdc
export NUM_CORES = 4
export LEC_CHECK = 1
export CORE_AREA = 10 10 99 99
export DIE_AREA = 0 0 109 109
</file>
<file path="flow/constraint.sdc">
current_design alu

set clk_period 6.1
set clk_io_pct 0.2

create_clock -name clk0 -period $clk_period

set non_clock_inputs [all_inputs -no_clocks]
set_input_delay [expr $clk_period * $clk_io_pct] -clock clk0 $non_clock_inputs
set_output_delay [expr $clk_period * $clk_io_pct] -clock clk0 [all_outputs]
</file>
<file path="flow/run.sh">
#!/bin/bash
# OpenROAD 26Q1-2900-gdf79404cd8, Yosys 0.63+post, stock flow scripts
make -C /OpenROAD-flow-scripts/flow DESIGN_CONFIG=/design/flow/config.mk WORK_HOME=/design/flow/orfs finish
</file>
==> results.tsv <==
metric	value	unit
CP max stage delay	0.54	ns
initial antenna violation count	0	
Ys Warns	1	
# Post-CTS Setup Buffers	0	
worst path bufs/invs	3	
drt total wl	3803	µm
P_leak	0.7154	nW
worst slew pin tran	0.3452	ns
delay-heaviest family, CP	simple AND/OR/NAND/NOR gates	
number of iterations in the first detailed-routing pass	4	
Levels on crit path	13	
Via density	4.375	
share of cells above drive strength 1	6.341	%
Final Hold Viols	0	
Setup-failing EPs final	0	
crit path max fanout	5	
post-detail-place hpwl	3247	µm
first-pass GRT wire length	6334	µm
Yosys chip area	1277	µm²
Final WS setup	0.2445	ns
WP data arrival	4.64	ns
Max Fclk	170.8	MHz
syn_area_per_cell	7.097	µm²
total power	0.1447	mW
vias	1343	
Yosys cell types	45	
area grow syn2layout	32.61	%
post-route DRC violation count	0	
row cnt	32	
RSZ-0062 raised after global routing	false	
post-synthesis sequential area ratio	0	%
post-layout util	21.92	%
PortBufs	29	
TNS Setup	0	ns
Hold WC Path Type	input port to output port	
Place WS	0.2126	ns
largest net degree at the start of global routing	29	
Slew Viols, Final	0	
Worst EP required	4.88	ns
Flops	0	
Top-area cell share	24.49	%
crit path max-delay cell type	clkdlybuf4s50_1	
minimum clock period	5.856	ns
number of max-cap violations	0	
post-synth top area cell	ha_1	
Worst Hold Slack	3.596	ns
Starting Density	16.53	%
end of the critical path	zero_flag	
core area	7727	µm²
post-route insts no fill	307	
Die Y	109	µm
routability cong.	0.8685	
Final ANT Viol Nets	0	
placed insts	307	
WS Path Type	input port to output port	
All-Layer GR Usage	6.397	%
run status	finished, final reports clean	
Congestion Overflow GR	0	
post-synthesis cell area	1277	µm²
Tool Warnings	41	
layout filler cell count	825	
critical path startpoint category	input port	
Die Wd	109	µm
crit end category	output port	
# IOs	29	
Comb area	1156	µm²
vias in the first global route	1227	
Detailed Route Iter0 Violations	62	
area of placed instances	1689	µm²
clock buffer count in the final layout	0	
final instance area	1694	µm²
FF/Latch Area	0	µm²
chip area	11880	µm²
n_diodes	0	
CP cell instances	clkdlybuf4s50_1 > inv_1 > ha_1 > nor2_1 > xnor2_1 > ha_1 > or2_1 > o221a_1 > o41a_1 > or4_1 > and3_4 > nor4_4 > clkdlybuf4s50_1	
worst vdd ir	13.81	µV
WL/cell	12.39	µm
relative max-transition margin	76.81	%
Top area cell types	ha_1, inv_1, o21ai_0, nand2_1, xnor2_1	
Pwr Density	85.42	nW/µm²
Tcrit/Tclk final	95.99	%
critical path launch point	operand2[1]	
number of cells in Yosys stat	180	
Gate Count Post-Synth	180	
[layout make-up]
cell class | count | area share, %
Tap cell | 102 | 7.533
Multi-Input combinational cell | 148 | 68.24
Inverter | 24 | 5.318
Timing Repair Buffer | 33 | 18.91
[routing by layer]
layer  up-vias  GRT usage (%)  part of all wire [%]
met5         -              0                     0
met4         0          1.224                   1.4
met3         4         0.2987                   3.1
met2        26          11.65                    52
met1       608          8.164                    44
li1        705              -                     -
[layout by cell type, fill, tap and decap left out, types with 2 or more instances in the layout]
cell type,synthesis,final
xnor2_1,6,6
o22ai_1,2,2
clkdlybuf4s50_1,0,29
nand3_1,3,3
nand4_1,2,2
a211o_1,2,2
xor2_1,2,2
nand2b_1,4,4
nor2b_1,6,6
a31oi_1,3,3
a311oi_1,2,2
or3_1,3,3
o211ai_1,5,5
ha_1,25,25
o21ai_0,12,12
a21oi_1,5,5
a21o_1,2,2
mux4_2,2,2
inv_1,24,24
o221ai_1,2,2
buf_4,0,4
a211oi_1,2,2
nand2_1,14,14
nor2_1,11,11
nor3_1,7,7
or2_2,2,2
mux2i_1,5,4
[worst min path at each step]
stage | slack (ns) | startpoint | end | cells after the start
CTS | 3.62 | operand1[7] | carry_flag | 4
global route | 3.68 | operand1[7] | carry_flag | 4
finish | 3.60 | operand1[7] | carry_flag | 4
[report_power, final]
part,internal [mW],switching (mW),leakage (nW),total (mW)
logic,0.0739,0.0708,0.715,0.145
clock network,0,0,0,0
registers,0,0,0,0
total,0.0739,0.0708,0.715,0.145
[Yosys cell counts, types with 3 or more instances]
| cell | count |
|---|---|
| mux2i_1 | 5 |
| buf_2 | 5 |
| nor2_1 | 11 |
| a31oi_1 | 3 |
| nand3_1 | 3 |
| ha_1 | 25 |
| xnor2_1 | 6 |
| nand2_1 | 14 |
| a21oi_1 | 5 |
| o211ai_1 | 5 |
| inv_1 | 24 |
| or3_1 | 3 |
| nor2b_1 | 6 |
| nand2b_1 | 4 |
| clkbuf_1 | 3 |
| o21ai_0 | 12 |
| nor3_1 | 7 |
[logic make-up (layout without fill, tap and decap cells)]
logic type	Yosys count	in the layout	share of synthesized area, %
muxes	7	7	7.444
buffers and inverters	32	57	9.892
and+or+nand+nor	59	59	24.68
xor gates and xnor gates	8	8	5.485
AOI/OAI and AO/OA	48	48	26.45
adders and majority gates	26	26	26.05
[what timing repair did]
action	CTS	global route
gates resized	0	2
hold endpoints to repair	0	0
endpoints found under the setup margin	0	1
hold buffers	0	0
Power and IR drop assume default switching activity.

`/design/flow/run.sh`:
```
#!/bin/bash
# OpenROAD 26Q1-2900-gdf79404cd8, Yosys 0.63+post, stock flow scripts
make -C /OpenROAD-flow-scripts/flow DESIGN_CONFIG=/design/flow/config.mk WORK_HOME=/design/flow/orfs finish
```
`/design/flow/config.mk`:
```
export PLATFORM = sky130hd
export DESIGN_NAME = instruction_memory
export DESIGN_NICKNAME = instruction_memory
export VERILOG_FILES = /design/flow/design.v
export SDC_FILE = /design/flow/constraint.sdc
export NUM_CORES = 4
export LEC_CHECK = 1
export CORE_AREA = 10 10 77 77
export DIE_AREA = 0 0 87 87
export SYNTH_MEMORY_MAX_BITS = 65536
```
`/design/flow/constraint.sdc`:
```
current_design instruction_memory

set clk_period 1.0
set clk_io_pct 0.2

create_clock -name clk0 -period $clk_period [get_ports {clk}]

set non_clock_inputs [all_inputs -no_clocks]
set_input_delay [expr $clk_period * $clk_io_pct] -clock clk0 $non_clock_inputs
set_output_delay [expr $clk_period * $clk_io_pct] -clock clk0 [all_outputs]
```
`/design/flow/design.v`:
```
module instruction_memory(input wire clk,input wire reset,input wire write_enable,input wire [15:0] data_in,output reg [15:0] instruction,input wire [15:0] address);
 reg [15:0] rom_mem[0:1023];
 initial begin
  rom_mem[0] = 16'hF00F;   
  rom_mem[1] = 16'h1A2B;   
  end
 always @(posedge clk or posedge reset or posedge write_enable)begin
	 if (reset)begin
		 instruction <= 16'b0;
	 end
	 else if(write_enable)begin
		 instruction <= data_in;
	 end
	 else begin
		 instruction <= rom_mem[address];
	 end
 end
endmodule
```
==> impl_metrics.yaml <==
# yosys + openroad results
grt:
  grt_usage: 0.0549
  grt_pass1_wl_um: 3310
  grt_overflow_total: 0
  grt_max_degree: 17
  first_global_vias: 678
  antenna_found_initial: 0
run:
  cap_violations: 0
  tool_warnings: 58
timing:
  hold_viol_final: 0
  hold-worst-slack_ns: 0.317
  setup_viol_count_final: 16
  setup_ws_ns: -0.0378
  clock.fmax_ghz: 0.964
  finalClockPeriodUsage: 1.04
  slew_viol_final: 0
  fin_crit_ns: 1.04
  grt_setup_unrepaired: "true"
drt:
  wl_um: 1960
  route.detailed.drc: 0
  vias_per_cell: 3.62
  highest_layer: "met4"
  m1WireLength_um: 797
  wl_per_cell_um: 11.4
  met3_length_um: 211
  first_pass_iters: 2
  num_vias: 623
  dr.first_iter.drc_count: 11
  met2_wirelength_um: 941
  drtAntennaViolNets: 0
  num_antenna_cells: 0
critical_path:
  critical_path_class: "reg2out"
  cpPeakStageDelay_ns: 0.51
  crit_path_top_delay_cell: "dfbbp_1"
  crit_required_ns: 0.80
  cpLargestDelayFamily: "flip-flops"
  crit_buf_inv: 1
  crit_arrival_ns: 0.84
  cp-end-kind: "output port"
  path_max_fanout: 1
  cp-start-kind: "register"
  crit_chain: "buf_2"
yosys:
  synth.most_common_cell: "inv_1"
  yosys.area.top_type: "dfbbp_1"
  syn_inst: 74
  ys_area_um2: 811
  synthTopCellsByCount: "17 x inv_1, 16 x a21oi_1, 16 x dfbbp_1"
  yosys-stat-cells: 74
  ys_types: 11
  yosysWarnings: 2
  synth_flops: 16
  ff_type: "dfbbp_1"
  top_cell_area_share: 0.642
  ys_async_sr_fraction: 1.00
  netlist_area_um2: 811
  synthTopCellsByArea: "dfbbp_1 64%, a21oi_1 9.9%, inv_1 7.9%"
  edf_count: 0
  postSynthSeqShare: 0.642
  syn_avg_cell_area_um2: 11.0
power_and_ir_drop:
  power.total_mw: 1.59
  p_int_mw: 1.28
  switching_power_uw: 308
  powerDensity_nw_per_um2: 1310
  total_leakage_power_nw: 0.584
  power_frac_clock: 0.352
  pwr-share-seq: 0.513
  vdd_ir_drop_max_mv: 0.677
  sw_frac_of_total: 0.194
  combPwrFrac: 0.135
clocking:
  h-tree-depth: 1
  cts_hold_buf: 0
  clockBufferDepth: 2
  cts_setup_buffers: 0
  numClockSinks: 16
  cts-root-buf: "clkbuf_8"
  cts_buffers: 3
  cts_tree: "done"
  clk_pin_slew_worst_paths_ns: 0.06
  ctsResizeCount: 49
floorplan:
  die_w_um: 87
  fp_util: 0.186
  rows: 24
  dieHeight_um: 87
  dieArea_um2: 7570
  num_io_pins: 51
  core_um2: 4350
final_layout:
  final_util: 0.278
  final_cells: 172
  biggestRegsByFlops: "instruction (16)"
  design_area_um2: 1210
  largest_register_ffs: 16
  syn_to_final_growth_pct: 49.5
  top_register: "instruction"
  drive_gt1_frac: 0.242
place:
  dpl.hpwl_um: 1650
  dp_cells: 168
  gp_congestion: 0.748
  io_buffer_count: 35
  dpl_cell_area_um2: 1240
outcome:
  outcome: "complete, but fails checks"
  failed_checks: "setup timing"
hold_path:
  hold_class: "in2async"
[cell type report]
cell class              count  area (um2)
fillers                   445        3140
flip-flops and latches     16         520
repair buffers             41         315
multi-input cells          42         193
well taps                  52        65.1
inverters                  17        63.8
clock buffers               4        55.1
[placed cells by master (no fill, tap or decap)]
cell	n
clkdlybuf4s50_1	19
inv_1	17
a21oi_1	16
dfbbp_1	16
buf_2	16
nand2_1	14
conb_1	9
buf_4	6
clkbuf_8	4
nand2_2	2
nor2b_4	1
[worst max-delay path by stage]
stage,cells past startpoint,from,to
5_1_grt,1,instruction[3],instruction[3]
6_report,1,instruction[6],instruction[6]
4_1_cts,1,instruction[6],instruction[6]
[per-layer routing]
| layer | global-route usage | up-vias |
|---|---|---|
| li1 | - | 315 |
| met1 | 0.0601 | 281 |
| met2 | 0.0946 | 25 |
| met3 | 0.0321 | 2 |
| met4 | 0.00147 | 0 |
| met5 | 0 | - |
[cell families (layout without fill, tap and decap cells)]
group,count (synthesis),in the layout,share of synthesized area
compound gates,16,16,0.0988
other cells,2,9,0.00926
simple gates,17,17,0.0972
buf+inv,23,62,0.153
flops,16,16,0.642
[per-stage QoR]
| step | setup TNS (ns) | worst slack [ns] |
|---|---|---|
| 3_3_place_gp | -4.42 | -0.161 |
| 2_1_floorplan | 0 | 0.302 |
| 3_5_place_dp | -4.52 | -0.160 |
| 5_1_grt | -1.14 | -0.0936 |
| 6_report | -0.420 | -0.0378 |
| 4_1_cts | -0.691 | -0.0510 |
[power by group through the flow]
stage     combinational [mW]  sequential (mW)  clock (mW)
6_report               0.216            0.816       0.561
4_1_cts                0.223            0.818       0.589
5_1_grt                0.248            0.825       0.630
Power figures rest on the tool's default switching activity, not on a simulated workload.
